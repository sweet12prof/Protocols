### design/flow/config.mk
export PLATFORM = sky130hd
export DESIGN_NAME = Buffer
export DESIGN_NICKNAME = Buffer
export VERILOG_FILES = /design/flow/design.v
export SDC_FILE = /design/flow/constraint.sdc
export NUM_CORES = 4
export LEC_CHECK = 1
export CORE_UTILIZATION = 30
### design/flow/constraint.sdc
current_design Buffer

set clk_period 52.0
set clk_io_pct 0.2

create_clock -name clk0 -period $clk_period [get_ports {i_clk}]

set non_clock_inputs [all_inputs -no_clocks]
set_input_delay [expr $clk_period * $clk_io_pct] -clock clk0 $non_clock_inputs
set_output_delay [expr $clk_period * $clk_io_pct] -clock clk0 [all_outputs]
### design/flow/design.v
`timescale 1ns / 1ps
package pack_1_t;
    typedef enum logic[1:0] {
        SPI_IDLE, 
        SPI_GEN,
        SPI_DONE 
    } spi_fsm;
    typedef enum logic [2:0] {  
        T_SPI_IDLE,
        T_SPI_CONFIG, 
        T_SPI_COMM, 
        T_EMPT,
        T_EMPT2,
        T_SPI_READ
    } top_fsm;
endpackage
`timescale 1ns / 1ps
module Buffer #( 
    parameter DEPTH  = 128,
    parameter DWIDTH = 8
)(
    input  logic                    i_clk,
    input  logic                    flush, 
    output logic                    empty,full,
    input  logic                    buff_WEn,
    input  logic                    buff_REn,
    input  logic [DWIDTH -1 : 0]    dataIn,
    output logic [DWIDTH -1 : 0]    dataOut
);
    logic [$clog2(DEPTH) - 1  : 0] wPointer, rPointer;
    logic [DWIDTH -1:0] MEM [0 : DEPTH-1];
    logic empty_;
    logic full_;
    assign empty_ =  (rPointer   == wPointer) ? 1'b1 : 1'b0;
    assign full_ = (wPointer + 1 == rPointer) ? 1'b1 : 1'b0;
    assign empty = empty_;
    assign full = full_;
    always_ff@(posedge i_clk) begin 
        if(flush) begin 
            rPointer <= 0;
        end 
        else begin 
            if(buff_REn && !empty_) begin 
                rPointer <= rPointer + 1;
                dataOut  <= MEM[rPointer]; 
            end
        end 
    end 
    always_ff@(posedge i_clk) begin 
        if(flush) begin 
            wPointer <= 0;
        end 
        else begin 
            if(buff_WEn && !full) begin
                wPointer        <= wPointer + 1;
                MEM[wPointer]   <= dataIn;
            end
        end 
    end 
endmodule
### design/flow/run.sh
#!/bin/bash
# OpenROAD 26Q1-2900-gdf79404cd8, Yosys 0.63+post, stock flow scripts
make -C /OpenROAD-flow-scripts/flow DESIGN_CONFIG=/design/flow/config.mk WORK_HOME=/design/flow/orfs finish
==> job_summary.md <==
### Yosys + OpenROAD results

| Metric | Value |
|---|---|
| Clock Path Buffers | `3` |
| Combinational share of power | `between 10% and 20%` |
| Adder-cell share of the synthesized area | `less than 1%` |
| TNS Setup | `0 ns` |
| Fin crit period | `roughly 14 ns` |
| Clk pwr share | `37.9%` |
| Yosys Instances | `slightly above 2000` |
| Final ANT Viol Nets | `0` |
| Comb. cell area | `about 0.0090 mm^2` |
| Distinct lib cells | `58` |
| Design area | `around 0.047 mm^2` |
| Crit Path Class | `flip-flop to output pin` |
| First-pass GRT wire length | `~150000 um` |
| Prevailing post-synth register cell | `edfxtp_1` |
| Crit-path max FO | `18` |
| Total chip power | `1.98 mW` |
| Chip area in the Yosys report | `approximately 0.041 mm^2` |
| Via density | `between 5 and 6` |
| Worst hold path startpoint | `wPointer[1]` |
| Diode count | `0` |
| Cell area after synthesis | `0.0410 mm^2` |
| Max-slew violation count | `0` |
| Initial antenna violation count | `2` |
| Die footprint | `about 0.14 mm^2` |
| GRT met2 Usage | `24.0%` |
| Clock Sinks | `between 1000 and 1500` |
| Post-synthesis cell count | `about 2100` |
| Clock Root Buffer | `clkbuf_16` |
| IO Port Bufs | `21` |
| Rows | `around 140` |
| HP Class | `flip-flop to flip-flop` |
| Hold_buf cts | `0` |
| Hold Path Sink | `wPointer[1]` |
| VDD IR-drop max | `0.0323 mV` |
| Yosys xor share | `less than 1%` |
| Startpoint type of the worst setup path | `flip-flop` |
| Reg2reg path depth | `10` |
| Leakage | `~14 nW` |
| Largest logic family | `multiplexers` |
| Grt met3 use | `between 10% and 20%` |
| Reg-to-reg endpoint | `dataOut[0]` |
| Vias in the first global route | `23200` |
| R2r startpoint | `rPointer[0]` |
| CTS tree | `done` |
| Synthesized area per cell | `19.9 um^2` |
| Final setup violation count | `0` |
| And+or+nand+nor area frac | `approximately 3.7%` |
| Layout cells sized above 1 | `21.1%` |
| GP Congestion | `approximately 0.95` |
| Cell internal pwr | `between 1 and 1.5 mW` |
| Max-cap violations | `0` |
| Sequential power share | `47.6%` |
| # IOs | `22` |
| WHS Path Cells | `2` |
| Post-CTS Setup Inserts | `0` |
| Chip Height | `approximately 370 um` |
| Via Count | `between 20000 and 25000` |
| H-tree Lvls | `3` |
| WL/cell | `~26 um` |
| Final core occ | `approximately a third` |
| Ys flops | `around 1000` |
| Final WL | `~100000 um` |
| Pre-antenna DRT Iters | `7` |
| RSZ-0062 raised after global routing | `false` |
| Tool warnings | `26` |
| Drt drc | `0` |
| Met1 usage | `around 18%` |
| R2r setup slk | `approximately 48 ns` |
| Mux area share | `around 14%` |
| Fp util | `between 30 and 40%` |
| Post-synth EDFFs | `1032` |
| Grt total ovfl | `0` |
| Post-synth ARST share | `0%` |
| Switch Pwr | `just under 0.5 mW` |
| GRT Util Overall | `16.4%` |
| Clk_skew | `0.0346 ns` |
| Status | `complete, no violations` |
| Gr busiest metal | `met2` |
| Switching part of the total | `24.6%` |
| Complex Gates by Area | `around 3.4%` |
| Fillcell total | `between 10000 and 15000` |
| Power Density | `about 42 mW/mm^2` |
| Placed inst area | `0.0434 mm^2` |
| Max Clk Rate | `approximately 0.071 GHz` |
| Initial DRC count | `between 1000 and 1500` |
| Num CTS Buffers | `about 100` |
| Yosys warns | `1` |
| Hpwl dp | `64900 um` |
| Req. time, crit path | `roughly 42 ns` |
| WP data arrival | `3.63 ns` |
| Worst-Margin Slew | `between 1 and 1.5 ns` |
| Largest net degree at the start of global routing | `89` |
| FF+latch area | `approximately 0.031 mm^2` |
| Synth Seq Share | `76.2%` |
| Area delta synth->final | `14.3%` |
| Clk Latency, worst-skew pair | `0.68 ns` |
| Fin. Hold Viols | `0` |
| Tcrit/Tclk final | `27.0%` |
| Core area | `0.136 mm^2` |
| CTS resizes | `0` |
| Rel. slew slack | `between 30 and 40%` |
| Critical Path Sink Type | `output pin` |
| Reg clk slew, reported paths | `~0.070 ns` |
| DIE WIDTH | `372 um` |
power by group through the flow:
stage         Clock, mW  Combinational [mW]  Sequential [mW]
global route      0.793               0.308            0.940
finish            0.748               0.288            0.940
CTS               0.762               0.289            0.940
cell type report:
cell class	instances	area share, %
Clock buffer	119	5.62
Clock inverter	73	1.74
Inverter	7	0.0560
Multi-Input combinational cell	882	19.3
Sequential cell	1046	66.7
Tap cell	1781	4.75
Timing Repair Buffer	109	1.87
registers in the layout, indices dropped and copies added, names as in the netlist:
signal	flops
MEM	1024
rPointer	7
wPointer	7
dataOut	8
worst max-delay path by stage:
stage               start  slack [ns]  cells past startpoint    to
CTS           rPointer[6]       38.01                      6  full
global route  rPointer[6]       37.78                      6  full
finish        rPointer[6]       37.97                      5  full
placed cells by master, fill, tap and decap left out, types with 9 or more instances in the layout:
cell type	count
edfxtp_1	1032
mux4_2	198
mux2i_1	141
nor2_1	121
clkbuf_16	103
buf_4	94
nand2_1	69
nor3_1	47
a21oi_1	44
o22ai_1	37
a22oi_1	28
clkinv_1	21
a211oi_1	19
nand3_1	18
o221ai_1	17
clkbuf_1	16
clkinv_2	15
bufinv_16	14
nor2b_1	13
clkdlybuf4s50_1	13
o21ai_0	12
a2111oi_0	11
clkinv_4	10
dfxtp_1	10
xor2_1	9
through the flow:
step                      cells  hold WS (ns)  setup WS (ns)
after detailed placement   3825         0.651          38.29
after global placement     3825         0.644          38.40
after global routing       4017         0.702          37.78
final                      4017         0.685          37.97
after CTS                  4017         0.670          38.01
after floorplan            2060         0.568          39.43
cell usage after synthesis, types with 3 or more instances:
library cell	number	share of area (%)
edfxtp_1	1032	76
mux4_2	198	11
mux2i_1	141	3.4
nor2_1	121	1.1
nand2_1	69	0.63
nor3_1	47	0.57
a21oi_1	44	0.54
buf_2	42	0.51
clkbuf_1	37	0.34
o22ai_1	37	0.56
a22oi_1	28	0.51
buf_4	21	0.38
a211oi_1	19	0.35
nand3_1	18	0.22
o221ai_1	17	0.36
buf_6	15	0.41
dfxtp_1	14	0.68
nor2b_1	13	0.20
a2111oi_0	12	0.26
o21ai_0	12	0.15
buf_1	10	0.091
xor2_1	9	0.19
a22o_1	8	0.17
a31oi_1	7	0.11
o32a_1	7	0.17
xnor2_1	7	0.15
or3_1	6	0.091
inv_1	5	0.046
nand2b_1	5	0.076
nand4_1	5	0.076
and3_1	4	0.061
mux2_1	4	0.11
nand3b_1	4	0.073
nor4_1	4	0.061
or4_1	4	0.073
mux2_2	3	0.082
nand3_4	3	0.13
critical path, cell delays in order (launching register included):
cell             delay, ns
dfxtp_1               0.89
xor2_1                0.25
or4_1                 0.47
a211o_2               0.47
inv_2                 0.18
clkdlybuf4s50_1       0.71
metal layers:
| metal | up-vias | share of wire [%] |
|---|---|---|
| met2 | 1509 | 46 |
| met1 | 10200 | 33 |
| met4 | 8 | 2.9 |
| met3 | 194 | 18 |
| li1 | 8699 | - |
| met5 | - | 0.27 |
cell families after synthesis:
logic type / after synthesis
AND/OR/NAND/NOR: 316
XOR/XNOR: 16
multiplexers: 346
buffers and inverters: 132
adder cells (fa/ha/maj): 2
flip-flops: 1046
AND-OR/OR-AND: 202
Power and IR drop assume default switching activity.
