==> ./design.v <==
`timescale 1ns / 1ps
package pack_1_t;
    typedef enum logic[1:0] {
        SPI_IDLE, 
        SPI_GEN,
        SPI_DONE 
    } spi_fsm;
    typedef enum logic [2:0] {  
        T_SPI_IDLE,
        T_SPI_CONFIG, 
        T_SPI_COMM, 
        T_EMPT,
        T_EMPT2,
        T_SPI_READ
    } top_fsm;
endpackage
`timescale 1ns / 1ps
module ClockDiv(
    input   logic clk, rst,
    output  logic clk_500
);
    logic [17:0] ctr;
    logic newclk;
    always_ff@(posedge clk, posedge rst)
        begin 
            if(rst) begin 
                    ctr     <= '0;
                    newclk  <= '0;
                end 
            else begin 
                if(ctr != 25000)
                    ctr <= ctr + 1;
                else begin 
                        newclk <= !newclk;
                        ctr <= '0;
                    end 
            end 
        end 
    assign clk_500 = newclk;
endmodule
`timescale 1ns / 1ps
module SegDecoder(
    input  logic [3:0] segIN, 
    output logic [6:0] segOut
);
    always_comb begin 
    case(segIN)
        4'd0 : segOut = 7'b0000001;
        4'd1 : segOut = 7'b1001111;
        4'd2 : segOut = 7'b0010010;
        4'd3 : segOut = 7'b0000110;
        4'd4 : segOut = 7'b1001100;
        4'd5 : segOut = 7'b0100100;
        4'd6 : segOut = 7'b0100000;
        4'd7 : segOut = 7'b0001111;
        4'd8 : segOut = 7'b0000000;
        4'd9 : segOut = 7'b0000100;
       4'd10 : segOut = 7'b0001000;
       4'd11 : segOut = 7'b1100000;
       4'd12 : segOut = 7'b0110001;
       4'd13 : segOut = 7'b1000010;
       4'd14 : segOut = 7'b0110000;
       4'd15 : segOut = 7'b0111000;
     default : segOut = 7'b1000001;  
    endcase
    end 
endmodule
`timescale 1ns / 1ps
module SevenSegment(
    input logic clk, rst,
    input  logic [3:0] A, B, C, D, E, F, G, H, 
    output logic [6:0] segOut,
    output logic [7:0] anOut
);
    logic [2:0] muxSEL;
    logic [3:0] muxOut; 
    logic clk_500;
    SegDecoder SD(
        .segIN(muxOut), 
        .segOut
    );
    mux8 muxINST(
        .A, .B, .C, .D, .E, .F, .G, .H, .muxSEL, .muxOut
    );
    anodeDecoder ANDEC_inst(
        .anIN(muxSEL), 
        .anOut 
    );
    ctr_2bit counter(
        .clk(clk_500), 
        .rst,
        .count(muxSEL)
    );
    ClockDiv divider(
        .clk, .rst,
        .clk_500
);
endmodule
`timescale 1ns / 1ps
module anodeDecoder(
    input  logic [2:0] anIN, 
    output logic [7:0] anOut 
);
    always_comb
        begin : decoder_comb_proc
            case(anIN)
                0 : anOut = 'b0111_1111;
                1 : anOut = 'b1011_1111;
                2 : anOut = 'b1101_1111;
                3 : anOut = 'b1110_1111; 
                4 : anOut = 'b1111_0111;
                5 : anOut = 'b1111_1011;
                6 : anOut = 'b1111_1101;
                7 : anOut = 'b1111_1110;
                default : anOut = 'b11111_1111;
            endcase
        end 
endmodule
`timescale 1ns / 1ps
module ctr_2bit(
    input  logic        clk, rst,
    output logic [2:0]  count
);
    logic[2:0] ctr = '0;
    always_ff@(posedge clk, posedge rst)
        begin : sync_proc 
            if(rst)
                ctr <= '0;
            else 
                ctr <= ctr + 1;
        end 
    assign count = ctr;
endmodule
`timescale 1ns / 1ps
module mux8(
    input logic [3:0] A,B,C,D, E,F,G,H,
    input logic [2:0] muxSEL,
    output logic [3:0] muxOut
);
    always_comb
    begin 
        case(muxSEL)
            0 : muxOut = A;
            1 : muxOut = B;
            2 : muxOut = C;
            3 : muxOut = D;
            4 : muxOut = E;
            5 : muxOut = F;
            6 : muxOut = G;
            7 : muxOut = H;
        endcase
    end 
endmodule
==> ./config.mk <==
export PLATFORM = sky130hd
export DESIGN_NAME = SevenSegment
export DESIGN_NICKNAME = SevenSegment
export VERILOG_FILES = /design/flow/design.v
export SDC_FILE = /design/flow/constraint.sdc
export NUM_CORES = 4
export LEC_CHECK = 1
export CORE_AREA = 10 10 113 113
export DIE_AREA = 0 0 123 123
==> ./constraint.sdc <==
current_design SevenSegment

set clk_period 2.8
set clk_io_pct 0.2

create_clock -name clk0 -period $clk_period [get_ports {clk}]

set non_clock_inputs [all_inputs -no_clocks]
set_input_delay [expr $clk_period * $clk_io_pct] -clock clk0 $non_clock_inputs
set_output_delay [expr $clk_period * $clk_io_pct] -clock clk0 [all_outputs]
==> ./run.sh <==
#!/bin/bash
# OpenROAD 26Q1-2900-gdf79404cd8, Yosys 0.63+post, stock flow scripts
make -C /OpenROAD-flow-scripts/flow DESIGN_CONFIG=/design/flow/config.mk WORK_HOME=/design/flow/orfs finish
==> load_flow_metrics.sql <==
-- load yosys + openroad results
INSERT INTO impl_metrics (metric_group, metric, value, unit) VALUES
('status', 'run_status', 'finished clean', ''),
('synthesis', 'synth.ff_latch_count', '22', ''),
('flow_run', 'timing.max_cap.violations', '0', ''),
('setup_path', 'worst_ep_arrival_time', '2.15', 'ns'),
('sta', 'setup_viol', '0', ''),
('sta', 'grt_setup_unrepaired', 'false', ''),
('layout', 'layout.cell_area.non_filler', '2550', 'sq um'),
('layout', 'mostFrequentLayoutCells', '27 x sky130_fd_sc_hd__clkdlybuf4s50_1, 22 x sky130_fd_sc_hd__dfrtp_1, 13 x sky130_fd_sc_hd__inv_1, 13 x sky130_fd_sc_hd__buf_4, 11 x sky130_fd_sc_hd__nand3_1', ''),
('power', 'ir_worst_vdd', '118', 'uV'),
('floorplan', 'std_cell_rows', '37', ''),
('layout', 'fin_util', '24.7', '%'),
('clock_network', 'clock_insertion_delay_worst_skew', '0.25', 'ns'),
('synthesis', 'synthCells', '171', ''),
('setup_path', 'critPathKind', 'in -> out', ''),
('clock_network', 'numCtsBuffers', '3', ''),
('detailed_routing', 'number_of_vias_per_cell_after_detailed_routing', '4.04', ''),
('global_route', 'gr-usage-all-layers', '5.83', '%'),
('floorplan', 'core', '10300', 'sq um'),
('clock_network', 'clock_tree_from_tritoncts', 'built', ''),
('layout', 'final_common_cell', 'sky130_fd_sc_hd__clkdlybuf4s50_1', ''),
('synthesis', 'syn_area', '1640', 'sq um'),
('global_route', 'grt_pass1_vias', '1474', ''),
('floorplan', 'io_pins', '49', ''),
('layout', 'drive_gt1_share', '24.9', '%'),
('setup_path', 'worst_setup_path_end_kind', 'output port', ''),
('floorplan', 'die-height', '123', 'um'),
('power', 'power_leakage', '0.00112', 'uW'),
('layout', 'count_of_non_filler_cells_in_the_finished_layout', '369', ''),
('floorplan', 'floorplanUtilization', '15.9', '%'),
('clock_network', 'cts.path.max_buffers', '2', ''),
('setup_path', 'cp_max_fo', '6', ''),
('sta', 'slew_viol_final', '0', ''),
('synthesis', 'synth-seq-area-share', '33.6', '%'),
('layout', 'layout.area.seq', '551', 'sq um'),
('global_route', 'grt_pass1_wl', '7.32', 'mm'),
('detailed_routing', 'detail_route.antenna_diodes', '0', ''),
('power', 'power_density', '233', 'nW/um^2'),
('synthesis', 'syn-mean-instance-area', '9.59', 'sq um'),
('place', 'place.detailed.instances', '356', ''),
('layout', 'logic_cell_area', '1120', 'sq um'),
('setup_path', 'crit_required', '2.24', 'ns'),
('sta', 'untimed_endpoints', '11', ''),
('sta', 'achievable-frequency', '368', 'MHz'),
('min_path', 'hp-class', 'reg -> reg', ''),
('detailed_routing', 'wl_per_cell', '12.9', 'um'),
('synthesis', 'total_of_warnings_raised_by_yosys', '5', ''),
('detailed_routing', 'drt_iter0_drc', '107', ''),
('sta', 'final_min_period_over_clock_period', '96.9', '%'),
('global_route', 'antenna_violations_before_repair', '0', ''),
('synthesis', 'synth_cell_types', '42', ''),
('place', 'io_buffer_count', '48', ''),
('floorplan', 'dieWidth', '123', 'um'),
('clock_network', 'h-tree-depth', '1', ''),
('clock_network', 'cts_root_buffer', 'sky130_fd_sc_hd__clkbuf_8', ''),
('layout', 'synthesis_to_finish_area_growth', '55.6', '%'),
('detailed_routing', 'detailroute.via_count', '1490', ''),
('sta', 'slew_headroom', '51.6', '%'),
('sta', 'worst_slew_pin_tran', '0.725', 'ns'),
('synthesis', 'synth.yosys.chip_area', '1640', 'sq um'),
('setup_path', 'worst_setup_path_start_kind', 'input port', ''),
('place', 'dpl.hpwl', '3.61', 'mm'),
('floorplan', 'design.die.area', '15100', 'sq um'),
('synthesis', 'synth-cells-yosys', '171', ''),
('flow_run', 'warnings', '34', ''),
('detailed_routing', 'detailedRoute.firstPassIterationCount', '4', ''),
('power', 'totalPowerFinal', '596', 'uW'),
('synthesis', 'post-synth-top-area-fraction', '33.6', '%'),
('layout', 'fill_cells', '1087', ''),
('synthesis', 'topCellsByArea', 'sky130_fd_sc_hd__dfrtp_1 34%, sky130_fd_sc_hd__ha_1 11%, sky130_fd_sc_hd__xor2_1 4.8%', ''),
('sta', 'number_of_register_pins_that_no_clock_reaches', '3', ''),
('clock_network', 'hold_buffers', '0', '');
## stage by stage
step / setup WS [ns] / hold WS [ns] / setup TNS [ns]
4_1_cts: 0.00841 / 0.505 / 0
6_report: 0.0855 / 0.499 / 0
3_5_place_dp: -0.631 / 0.490 / -3.73
3_3_place_gp: -0.565 / 0.490 / -3.55
2_1_floorplan: 0.605 / 0.463 / 0
5_1_grt: 0.00716 / 0.515 / 0
## path summary, 6_finish.rpt
| path | endpoint | start | slack (ns) |
|---|---|---|---|
| setup / recovery | segOut[4] | C[2] | 0.09 |
| hold / removal | divider.ctr[16] | divider.ctr[16] | 0.50 |
| hold reg to reg | divider.ctr[16] | divider.ctr[16] | 0.50 |
| max in group asynchronous | divider.ctr[10] | rst | 1.61 |
| min in group asynchronous | divider.ctr[3] | rst | 0.74 |
| setup reg to reg | divider.newclk | divider.ctr[15] | 0.88 |
## state kept, by name, indices dropped and copies added (netlist names)
| name | flops |
|---|---|
| divider.newclk | 1 |
| divider.ctr | 18 |
| counter.ctr | 3 |
## cells in the mapped netlist (all sizes together)
library cell	instances
o22a	1
inv	18
or3	1
nor3	5
dfrtp	22
a22oi	2
nand3b	1
nor4b	1
and2	1
nand4	6
a222oi	2
or4	1
and4	1
nor4	2
a31oi	5
xor2	9
nand2	8
ha	14
nand3	11
nor2	9
nand2b	3
nor2b	2
o221ai	1
a221o	3
or2	2
clkbuf	2
o21ai	8
buf	4
mux2i	7
a21oi	1
and3	3
o22ai	3
xnor2	8
a22o	4
## where the power goes
| group | leakage [uW] | internal (uW) | switching [uW] |
|---|---|---|---|
| clock network | 0.0000228 | 101 | 84.0 |
| logic | 0.000803 | 82.9 | 53.5 |
| registers | 0.000298 | 274 | 0 |
| total | 0.00112 | 458 | 137 |
## kinds of logic (layout without fill, tap and decap cells)
logic type,count (synthesis),count (layout),synth area share [%]
AOI/OAI and AO/OA,30,30,15.2
xor gates and xnor gates,17,17,9.08
adders and majority gates,14,14,10.7
buffers and inverters,24,86,6.56
DFF,22,22,33.6
muxes,7,7,4.27
and+or+nand+nor,57,57,20.6
## worst max-delay path, cell delays in order
cell and delay (ns):
sky130_fd_sc_hd__clkdlybuf4s50_1 0.41, sky130_fd_sc_hd__a221o_1 0.33, sky130_fd_sc_hd__o21ai_1 0.13, sky130_fd_sc_hd__a31oi_4 0.16, sky130_fd_sc_hd__or2_4 0.29, sky130_fd_sc_hd__o21ai_1 0.15, sky130_fd_sc_hd__buf_2 0.13
## repair_timing
item | in CTS | in global routing
setup buffers | 6 | 3
endpoints found under the setup margin | 7 | 7
pin swaps | 15 | 13
gates resized | 50 | 19
## cell type report
class	instances	area share, %
Multi-Input combinational cell	125	43.8
Timing Repair Buffer	64	23.4
Sequential cell	22	21.6
Tap cell	136	6.67
Inverter	18	2.75
Clock buffer	4	1.77
## layer usage
layer	global-route usage (%)	share of wire, %	vias up
met2	9.40	40	55
met3	1.67	9.3	6
li1	-	-	731
met4	1.02	1.7	0
met5	0	0	-
met1	7.75	49	698
No activity file was given, so power comes from the tool's default toggle rates.
